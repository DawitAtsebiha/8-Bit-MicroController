**/design/flow/run.sh**
```bash
#!/bin/bash
# OpenROAD 26Q1-2900-gdf79404cd8, Yosys 0.63+post, stock flow scripts
make -C /OpenROAD-flow-scripts/flow DESIGN_CONFIG=/design/flow/config.mk WORK_HOME=/design/flow/orfs finish
```
**/design/flow/config.mk**
```make
export PLATFORM = sky130hd
export DESIGN_NAME = rw_96x8_sync
export DESIGN_NICKNAME = rw_96x8_sync
export VERILOG_FILES = /design/flow/design.v
export SDC_FILE = /design/flow/constraint.sdc
export NUM_CORES = 4
export LEC_CHECK = 1
export CORE_UTILIZATION = 30
```
**/design/flow/constraint.sdc**
```tcl
current_design rw_96x8_sync

set clk_period 16.1
set clk_io_pct 0.2

create_clock -name clk0 -period $clk_period [get_ports {clk}]

set non_clock_inputs [all_inputs -no_clocks]
set_input_delay [expr $clk_period * $clk_io_pct] -clock clk0 $non_clock_inputs
set_output_delay [expr $clk_period * $clk_io_pct] -clock clk0 [all_outputs]
```
**/design/flow/design.v**
```verilog
module rw_96x8_sync (
    input clk,
    input write,
    input [6:0] address,
    input [7:0] data_in,
    output [7:0] data_out
);
    reg [7:0] RAM [0:95];
    integer i;
    initial begin
        RAM[0] = 8'h33;
        RAM[1] = 8'h22;
        for (i = 2; i < 96; i = i + 1) begin
            RAM[i] = 8'h00;
        end
    end
    assign data_out = RAM[address];
    always @(posedge clk) begin
        if (write) begin
            RAM[address] <= data_in;
        end
    end
endmodule
```
==> flow_summary.yaml <==
# yosys + openroad results
global_routing:
  grt_usage_pct: 15.9
  grt_antenna_before_repair: 2
  grt_pass1_wl_um: 110000
  grt_pass1_vias: 16700
  grt_max_degree: 69
  overflow: 0
yosys:
  ff_type: "edfxtp_1"
  simple_gate_area_share_pct: 3.28
  xor_area_share_pct: 0
  common_cells: "768 x edfxtp_1, 147 x mux4_2, 126 x nor2_1"
  synth.distinct_cells: 54
  ys_ff: 768
  yosysTopAreaCellShare_pct: 76.9
  synth_area_leader_cell: "edfxtp_1"
  syn_area_mm2: 0.0300
  most_common_cell: "edfxtp_1"
  synthTopCellsByArea: "edfxtp_1 77%, mux4_2 11%, nor2_1 1.6%"
  fa_ha_area_share_pct: 0
  syn_avg_cell_area_um2: 20.0
  synthTopLogicFamily: "multiplexers"
  synth-edff-count: 768
  async_flop_share_pct: 0
  yosys_cells: 1498
  yosys_warnings: 1
  mux_share_pct: 13.3
  synthAoiAreaFrac_pct: 4.81
  ys_seq_share_pct: 76.9
  syn_inst: 1498
  yosys_area_mm2: 0.0300
clock_tree:
  cts_root_buffer: "clkbuf_16"
  htree_levels: 3
  ctsHoldBuffers: 0
  cts-buffers-inserted: 78
  clk_pin_slew_worst_paths_ps: 60
  cts.sinks: 768
  cts_max_path_buffers: 3
  cts_resized: 0
  cts_tree: "yes"
  cts_setup_buffers: 0
power:
  vdd_ir_drop_max_mv: 0.112
  p_leak_uw: 0.0106
  power_density_mw_per_mm2: 120
finish:
  final_layout_size_suffix_gt1_share_pct: 22.8
  top_regs: "RAM (768)"
  final_area_mm2: 0.0344
  fillCellCount: 9057
  syn_to_final_growth_pct: 14.7
  finalNonFillerCells: 2948
  combGateArea_mm2: 0.00642
  top_register: "RAM"
  register_area_mm2: 0.0231
  largest_register_ffs: 768
routing:
  antenna_left: 0
  wl_per_cell_um: 25.5
  via_count: 15300
  drt_pass1_iterations: 5
  remaining_drc_errors: 0
  via_per_inst: 5.20
  wirelength_um: 75100
  drt_iter0_markers: 1078
sta:
  period_used_pct: 64.8
  setup_slack_ps: 5670
  finalHoldViolations: 0
  relSlewSlack_pct: 32.4
  min_period_ps: 10430
  setup_tns_ps: 0
  rsz0062_at_grt: "false"
  fmax_ghz: 0.0959
  final-setup-viol-count: 0
  drv_slew: 0
  worst_pin_slew_ps: 1010
floorplanning:
  io_pins: 25
  dieArea_mm2: 0.101
  core_area_mm2: 0.0987
  core.rowCount: 115
  fp_util_pct: 30.4
  fp.dieH_um: 318
  die_w_um: 318
min_path:
  hold_path_class: "in2reg"
job:
  warning_count: 25
  drv_cap: 0
place:
  dp.cells: 2809
  pre_cts_ws_ps: 5500
  port_buffers: 24
  dpl-instance-area_mm2: 0.0320
  dp_hpwl_um: 46600
  routabilityCongestion: 0.907
worst_setup_path:
  cp.required_ps: 12880
  crit_path_max_fanout: 58
  path_class: "in2out"
  cp-start-kind: "input port"
  worstSetupEndpointType: "output port"
  crit_arrival_ps: 7210
run_status:
  status: "complete, no violations"
==> worst paths after layout <==
kind / end / slack, ps / cells after the start / from
setup / recovery: data_out[7] / 5670 / 10 / address[0]
hold / removal: RAM[17][4]$_DFFE_PP_ / 3040 / 1 / data_in[4]
==> report_power, final <==
| group | switching (uW) | total, uW | internal, uW |
|---|---|---|---|
| registers | 1.60 | 2210 | 2210 |
| logic | 146 | 222 | 75.8 |
| clock network | 725 | 1710 | 989 |
==> cell families after synthesis <==
logic type / count (synthesis)
simple gates: 235
buf+inv: 93
flops: 768
mux: 212
compound gates: 190
==> metal layers <==
layer | vias to the layer above | global-route usage (%) | routed length [um]
met4 | 4 | 3.59 | 2120
met2 | 1023 | 22.9 | 33700
li1 | 6447 | - | -
met1 | 7693 | 18.3 | 25600
met3 | 153 | 13.5 | 13600
met5 | - | 0.284 | 49
==> critical path: stages <==
cell and delay, ps:
buf_8 440, buf_4 710, buf_4 630, mux4_2 590, nand2_1 90, and3_1 160, a211oi_1 60, o221ai_1 330
o2111ai_1 370, clkdlybuf4s50_1 540
==> final cells by class <==
class / count / share of cell area, %
Sequential cell: 768 / 67.0
Multi-Input combinational cell: 637 / 18.7
Clock buffer: 95 / 6.11
Tap cell: 1287 / 4.68
Timing Repair Buffer: 111 / 2.54
Clock inverter: 43 / 0.916
Inverter: 6 / 0.0655
Antenna cell: 1 / 0.00727
==> cells in the final DEF, fill, tap and decap left out, types with 11 or more instances in the layout <==
cell             netlist  routed
edfxtp_1             768     768
mux4_2               147     147
nor2_1               126     126
buf_4                 12      96
clkbuf_16              0      82
nand2_1               58      58
a221oi_1              44      44
mux2i_1               41      41
a22oi_1               36      36
mux2_2                24      24
a21oi_1               23      23
clkinv_1               1      23
nor3_1                13      13
o21ai_0               13      13
clkbuf_1              26      13
o221ai_1              12      12
clkdlybuf4s50_1        0      12
clkinv_2               0      11
==> metrics by stage <==
stage | power, uW | util, % | hold WS, ps
floorplan | 2370 | - | 3320
global placement | 2470 | 32.4 | 3660
detailed placement | 2470 | 32.4 | 3670
CTS | 4180 | 34.9 | 3010
global route | 4260 | 34.9 | 3030
finish | 4150 | 34.9 | 3040
Power and IR drop assume default switching activity.
