$ cat flow/config.mk
export PLATFORM = sky130hd
export DESIGN_NAME = data_path
export DESIGN_NICKNAME = data_path
export VERILOG_FILES = /design/flow/design.v
export SDC_FILE = /design/flow/constraint.sdc
export NUM_CORES = 4
export LEC_CHECK = 1
export CORE_AREA = 10 10 108 108
export DIE_AREA = 0 0 118 118
$ cat flow/constraint.sdc
current_design data_path

set clk_period 4.0
set clk_io_pct 0.2

create_clock -name clk0 -period $clk_period [get_ports {clk}]

set non_clock_inputs [all_inputs -no_clocks]
set_input_delay [expr $clk_period * $clk_io_pct] -clock clk0 $non_clock_inputs
set_output_delay [expr $clk_period * $clk_io_pct] -clock clk0 [all_outputs]
$ cat flow/design.v
module data_path (
    input  logic        clk,
    input  logic        reset,
    input  logic        IR_Load,
    input  logic        MAR_Load,
    input  logic        PC_Load,
    input  logic        PC_Inc,
    input  logic        CCR_Load,
    input  logic [1:0]  Bus1_Sel,
    input  logic [2:0]  Bus2_Sel,
    input  logic        addr_sel,         
	 input  logic [3:0]  ALU_Sel,
    input  logic [7:0]  from_memory,
    input  logic [7:0]  alu_result,
    input  logic [7:0]  reg_data_A,
    input  logic [7:0]  reg_data_B,
    input  logic [3:0]  NZVC,
    input  logic [7:0]  immediate_value, 
    input  logic [7:0]  address_value, 
    output logic [7:0]  address,
    output logic [7:0]  to_memory,
    output logic [7:0]  bus2_data,        
    output logic [3:0]  CCR_Result,
    output logic [7:0]  IR                
);
    logic [7:0] PC, MAR, IR_reg;
    logic [3:0] CCR;
	 logic [7:0] BUS1;
	 logic [7:0] BUS2;
    assign BUS1 = (Bus1_Sel == 2'd0) ? PC         :
                       (Bus1_Sel == 2'd1) ? reg_data_A :
                                           reg_data_B;
    assign BUS2 = (Bus2_Sel == 3'd0) ? alu_result     :
                       (Bus2_Sel == 3'd1) ? BUS1           :
                       (Bus2_Sel == 3'd2) ? from_memory    :
                       (Bus2_Sel == 3'd3) ? immediate_value:  
                       (Bus2_Sel == 3'd4) ? address_value  : 8'h00;
    assign bus2_data = BUS2;  
    always_ff @(posedge clk or negedge reset) begin
        if (!reset) begin
            PC      <= 8'h00;
            MAR     <= 8'h00;
            IR_reg  <= 8'h00;
            CCR     <= 4'h0;
        end
        else begin
            if (IR_Load) IR_reg <= BUS2;
            if (MAR_Load) MAR   <= BUS2;
            if (PC_Load)        PC <= BUS2;
            else if (PC_Inc)    PC <= PC + 1;
            if (CCR_Load)       CCR <= NZVC;
        end
    end
    assign IR       = IR_reg;
    assign address  = (addr_sel) ? MAR : PC;   
    assign to_memory= BUS1;
    assign CCR_Result = CCR;
endmodule
$ cat flow/run.sh
#!/bin/bash
# OpenROAD 26Q1-2900-gdf79404cd8, Yosys 0.63+post, stock flow scripts
make -C /OpenROAD-flow-scripts/flow DESIGN_CONFIG=/design/flow/config.mk WORK_HOME=/design/flow/orfs finish
==> qor.yml <==
route:
  routed-wl-met3_um: 453
  dr.first_iter.drc_count: 53
  wirelength_met1_um: 2746
  dr_total_vias: 1695
  ant_nets: 0
  tritonroute_pass_1_iters: 4
  viasPerCell: 4.280
  routed.top_layer: "met4"
  post-route-drc-count: 0
  met2_wirelength_um: 3395
  route.antenna.diode_count: 0
  detail_route.wirelength_um: 6670
  detail_route.wl_per_cell_um: 16.84
power:
  netSwitchingFraction: 0.2461
  share_comb_of_total_power: 0.365
  netSwitchingPower_uw: 225.9
  vdd_ir_drop_max_uv: 211.6
  seq_power_share: 0.394
  power.density_cell_area_nw_per_um2: 294.3
  power.internal_uw: 692.3
  clkPwrFrac: 0.241
  total_power_uw: 918.3
  static-leakage-power_nw: 1.201
synthesis:
  synth.top_cell.area_share: 0.3699
  yosysChipArea_um2: 1894
  yosys-stat-cells: 167
  synth_flops: 28
  postSynthCellCount: 167
  yosys_warnings: 1
  netlist_top_cells_area: "sky130_fd_sc_hd__dfrtp_1 (37%), sky130_fd_sc_hd__mux2_2 (27%), sky130_fd_sc_hd__o22ai_2 (4.0%), sky130_fd_sc_hd__a31oi_1 (3.0%), sky130_fd_sc_hd__a22oi_1 (2.8%)"
  yosys.cell_types.count: 35
  synth.avg_cell_area_um2: 11.34
  top_area_cell: "sky130_fd_sc_hd__dfrtp_1"
  synth.cell_area_um2: 1894
  ys_seq_frac: 0.3699
worst_hold_path:
  min_delay_worst_endpoint: "MAR[1]"
  worst_hold_class: "register to register"
  min_delay_path_depth: 1
  hp-start: "MAR[1]"
layout:
  post-route-util: 0.3361
  post_route_cells_drive_above_1_share: 0.2697
  multi_input_comb_area_um2: 1115
  most-common-layout-cells: "sky130_fd_sc_hd__clkdlybuf4s50_1 (100), sky130_fd_sc_hd__mux2_2 (45), sky130_fd_sc_hd__dfrtp_1 (28)"
  flow.area_growth_from_synthesis_pct: 64.73
  final_common_cell: "sky130_fd_sc_hd__clkdlybuf4s50_1"
  sequential_cell_area_um2: 700.7
  fillers: 960
final_timing:
  fin_setup_tns_ps: 0
  timing.fmax_mhz: 261.2
  timing.clock.skew_ps: 4.603
  final_min_period_over_clock_period: 0.9572
  tightestPinTransition_ps: 594.0
  fin_crit_ps: 3829
  final_setup_violating_endpoints: 0
  final_max_slew_viol_count: 0
  grt_setup_unrepaired: "false"
  finalHoldViolations: 0
  max_slew_margin: 0.6022
clock_tree:
  cts_root_buffer: "sky130_fd_sc_hd__clkbuf_8"
  tritoncts: "yes"
  cts_buffer_depth: 2
  hold_buffers: 0
  cts.repair.resized: 0
  clk_pin_slew_ps: 90
  post-cts-setup-buffer-count: 0
  cts_buffers: 3
  worst_skew_pair.late_latency_ps: 270
  htree_num_levels: 1
  clock_sink_count: 28
floorplanning:
  top_level_ports: 105
  initCoreUtil: 0.2040
  fp.coreArea_um2: 9284
  chipWidth_um: 118
  floorplan.die.height_um: 118
  fp.dieArea_um2: 13920
  rows: 35
critical_path:
  worst_r2r_startpoint: "PC[1]"
  critical_path_class: "primary input to output pin"
  worst_setup_path_end_kind: "output pin"
  required_time_of_the_worst_setup_path_ps: 3200
  startpoint: "Bus2_Sel[2]"
  crit_fanout: 11
  timing.reg2reg.setup_slack_ps: 2470
  reg2reg_to: "IR_reg[1]"
  number_of_cells_on_the_worst_reg_to_reg_path: 4
  cp_data_arrival_time_ps: 3030
  worst_setup_path_start_kind: "primary input"
grt:
  grt_start_max_net_pins: 29
  grt.overflow.total: 0
  globalRouteTotalUtil: 0.09354
  grt_pass1_wl_um: 10370
  grt_pass1_vias: 1804
  antenna_violations_before_repair: 0
status:
  run_status: "completed"
job:
  stage_log_warnings: 29
  drv_cap: 0
placement:
  routabilityCongestion: 0.8483
  detailedPlacementHpwl_um: 5690
  port_buffers: 100
==> metrics by stage <==
step	cells	instance area (um^2)	hold slack [ps]	worst slack [ps]
detailed placement	392	3049	492.3	150.0
finish	396	3120	510.8	171.3
floorplan	167	1894	455.5	1441
global placement	392	3049	483.6	188.5
global route	396	3120	524.0	87.91
CTS	396	3120	517.4	147.5
==> power by group through the flow <==
| stage | sequential [mW] | combinational [mW] | clock [mW] |
|---|---|---|---|
| finish | 0.362 | 0.335 | 0.221 |
| global route | 0.370 | 0.368 | 0.243 |
| CTS | 0.362 | 0.347 | 0.230 |
==> cells in the mapped netlist (all sizes together) <==
cell type  instances
a311oi             1
xnor2              4
mux2              48
a22oi              7
nand4              3
and3               1
nor2               7
nand2             10
a21oi              1
or4b               1
o22ai              7
a32o               1
a21o               1
dfrtp             28
nor3               1
o2bb2ai            1
ha                 1
a31oi             10
nor3b              2
nor2b              1
inv                1
xor2               3
nand3b             5
clkbuf             4
buf                9
mux2i              1
nand4bb            1
o21ai              7
==> kinds of logic (layout without fill, tap and decap cells) <==
logic type | count (synthesis) | in the layout | synth area share
flops | 28 | 28 | 0.3699
fa+ha+maj | 1 | 1 | 0.006604
xor+xnor | 7 | 7 | 0.03237
compound gates | 36 | 36 | 0.1539
mux | 49 | 49 | 0.2966
buf+inv | 14 | 114 | 0.04160
simple gates | 32 | 32 | 0.09908
==> per-layer routing <==
metal	up-vias	track usage
li1	827	-
met1	817	0.1096
met2	45	0.1661
met3	6	0.03160
met4	0	0.01005
met5	-	0
==> worst max-delay path, cell delays in order <==
cell	delay, ps
sky130_fd_sc_hd__clkdlybuf4s50_1	700
sky130_fd_sc_hd__nand4bb_1	190
sky130_fd_sc_hd__buf_4	200
sky130_fd_sc_hd__o22ai_2	90
sky130_fd_sc_hd__a31oi_1	460
sky130_fd_sc_hd__clkdlybuf4s50_1	580
==> final cells by class <==
cell class,instances,share of cell area
multi-input combinational,125,0.3573
timing repair buffer,109,0.3424
tap,129,0.05172
clock buffer,3,0.01323
inverter,1,0.001203
clock inverter,1,0.009623
sequential,28,0.2245
==> worst max path at each step <==
stage | to | slack, ps
5_1_grt | bus2_data[6] | 90
4_1_cts | bus2_data[6] | 150
6_report | bus2_data[1] | 170
Power figures rest on the tool's default switching activity, not on a simulated workload.
